<file path="flow/design.v">
module low_pass_filter(X,Y,CLK,RST);
	input CLK,RST;
	input  signed [15:0] X;
	output signed [31:0] Y;
	reg  signed [15:0] Window [0:66];    
	wire signed [15:0] FilCoeff_LUT [0:66];  
	wire signed [31:0] PartialProduct[0:66];  
	assign FilCoeff_LUT[0]  = 16'hFFF1;
	assign FilCoeff_LUT[1]  = 16'h0010;
	assign FilCoeff_LUT[2]  = 16'h001C;
	assign FilCoeff_LUT[3]  = 16'h0000;
	assign FilCoeff_LUT[4]  = 16'hFFD9;
	assign FilCoeff_LUT[5]  = 16'hFFE3;
	assign FilCoeff_LUT[6]  = 16'h0023;
	assign FilCoeff_LUT[7]  = 16'h0044;
	assign FilCoeff_LUT[8]  = 16'h0000;
	assign FilCoeff_LUT[9]  = 16'hFF9D;
	assign FilCoeff_LUT[10] = 16'hFFB7;
	assign FilCoeff_LUT[11] = 16'h0056;
	assign FilCoeff_LUT[12] = 16'h00A5;
	assign FilCoeff_LUT[13] = 16'h0000;
	assign FilCoeff_LUT[14] = 16'hFF1F;
	assign FilCoeff_LUT[15] = 16'hFF5E;
	assign FilCoeff_LUT[16] = 16'h00BB;
	assign FilCoeff_LUT[17] = 16'h015C;
	assign FilCoeff_LUT[18] = 16'h0000;
	assign FilCoeff_LUT[19] = 16'hFE35;
	assign FilCoeff_LUT[20] = 16'hFEBB;
	assign FilCoeff_LUT[21] = 16'h0175;
	assign FilCoeff_LUT[22] = 16'h02B6;
	assign FilCoeff_LUT[23] = 16'h0000;
	assign FilCoeff_LUT[24] = 16'hFC61;
	assign FilCoeff_LUT[25] = 16'hFD63;
	assign FilCoeff_LUT[26] = 16'h0315;
	assign FilCoeff_LUT[27] = 16'h05FC;
	assign FilCoeff_LUT[28] = 16'h0000;
	assign FilCoeff_LUT[29] = 16'hF6A3;
	assign FilCoeff_LUT[30] = 16'hF82B;
	assign FilCoeff_LUT[31] = 16'h0BDF;
	assign FilCoeff_LUT[32] = 16'h26A7;
	assign FilCoeff_LUT[33] = 16'h332E;
	assign FilCoeff_LUT[34] = 16'h26A7;
	assign FilCoeff_LUT[35] = 16'h0BDF;
	assign FilCoeff_LUT[36] = 16'hF82B;
	assign FilCoeff_LUT[37] = 16'hF6A3;
	assign FilCoeff_LUT[38] = 16'h0000;
	assign FilCoeff_LUT[39] = 16'h05FC;
	assign FilCoeff_LUT[40] = 16'h0315;
	assign FilCoeff_LUT[41] = 16'hFD63;
	assign FilCoeff_LUT[42] = 16'hFC61;
	assign FilCoeff_LUT[43] = 16'h0000;
	assign FilCoeff_LUT[44] = 16'h02B6;
	assign FilCoeff_LUT[45] = 16'h0175;
	assign FilCoeff_LUT[46] = 16'hFEBB;
	assign FilCoeff_LUT[47] = 16'hFE35;
	assign FilCoeff_LUT[48] = 16'h0000;
	assign FilCoeff_LUT[49] = 16'h015C;
	assign FilCoeff_LUT[50] = 16'h00BB;
	assign FilCoeff_LUT[51] = 16'hFF5E;
	assign FilCoeff_LUT[52] = 16'hFF1F;
	assign FilCoeff_LUT[53] = 16'h0000;
	assign FilCoeff_LUT[54] = 16'h00A5;
	assign FilCoeff_LUT[55] = 16'h0056;
	assign FilCoeff_LUT[56] = 16'hFFB7;
	assign FilCoeff_LUT[57] = 16'hFF9D;
	assign FilCoeff_LUT[58] = 16'h0000;
	assign FilCoeff_LUT[59] = 16'h0044;
	assign FilCoeff_LUT[60] = 16'h0023;
	assign FilCoeff_LUT[61] = 16'hFFE3;
	assign FilCoeff_LUT[62] = 16'hFFD9;
	assign FilCoeff_LUT[63] = 16'h0000;
	assign FilCoeff_LUT[64] = 16'h001C;
	assign FilCoeff_LUT[65] = 16'h0010;
	assign FilCoeff_LUT[66] = 16'hFFF1;
	always@(posedge CLK or negedge RST)begin
		if(~RST)begin
			Window[0]  <= 0;
			Window[1]  <= 0;
			Window[2]  <= 0;
			Window[3]  <= 0;
			Window[4]  <= 0;
			Window[5]  <= 0;
			Window[6]  <= 0;
			Window[7]  <= 0;
			Window[8]  <= 0;
			Window[9]  <= 0;
			Window[10] <= 0;
			Window[11] <= 0;
			Window[12] <= 0;
			Window[13] <= 0;
			Window[14] <= 0;
			Window[15] <= 0;
			Window[16] <= 0;
			Window[17] <= 0;
			Window[18] <= 0;
			Window[19] <= 0;
			Window[20] <= 0;
			Window[21] <= 0;
			Window[22] <= 0;
			Window[23] <= 0;
			Window[24] <= 0;
			Window[25] <= 0;
			Window[26] <= 0;
			Window[27] <= 0;
			Window[28] <= 0;
			Window[29] <= 0;
			Window[30] <= 0;
			Window[31] <= 0;
			Window[32] <= 0;
			Window[33] <= 0;
			Window[34] <= 0;
			Window[35] <= 0;
			Window[36] <= 0;
			Window[37] <= 0;
			Window[38] <= 0;
			Window[39] <= 0;
			Window[40] <= 0;
			Window[41] <= 0;
			Window[42] <= 0;
			Window[43] <= 0;
			Window[44] <= 0;
			Window[45] <= 0;
			Window[46] <= 0;
			Window[47] <= 0;
			Window[48] <= 0;
			Window[49] <= 0;
			Window[50] <= 0;
			Window[51] <= 0;
			Window[52] <= 0;
			Window[53] <= 0;
			Window[54] <= 0;
			Window[55] <= 0;
			Window[56] <= 0;
			Window[57] <= 0;
			Window[58] <= 0;
			Window[59] <= 0;
			Window[60] <= 0;
			Window[61] <= 0;
			Window[62] <= 0;
			Window[63] <= 0;
			Window[64] <= 0;
			Window[65] <= 0;
			Window[66] <= 0;
		end
		else begin
			Window[0]  <= X;
			Window[1]  <= Window[0];
			Window[2]  <= Window[1];
			Window[3]  <= Window[2];
			Window[4]  <= Window[3];
			Window[5]  <= Window[4];
			Window[6]  <= Window[5];
			Window[7]  <= Window[6];
			Window[8]  <= Window[7];
			Window[9]  <= Window[8];
			Window[10] <= Window[9];
			Window[11] <= Window[10];
			Window[12] <= Window[11];
			Window[13] <= Window[12];
			Window[14] <= Window[13];
			Window[15] <= Window[14];
			Window[16] <= Window[15];
			Window[17] <= Window[16];
			Window[18] <= Window[17];
			Window[19] <= Window[18];
			Window[20] <= Window[19];
			Window[21] <= Window[20];
			Window[22] <= Window[21];
			Window[23] <= Window[22];
			Window[24] <= Window[23];
			Window[25] <= Window[24];
			Window[26] <= Window[25];
			Window[27] <= Window[26];
			Window[28] <= Window[27];
			Window[29] <= Window[28];
			Window[30] <= Window[29];
			Window[31] <= Window[30];
			Window[32] <= Window[31];
			Window[33] <= Window[32];
			Window[34] <= Window[33];
			Window[35] <= Window[34];
			Window[36] <= Window[35];
			Window[37] <= Window[36];
			Window[38] <= Window[37];
			Window[39] <= Window[38];
			Window[40] <= Window[39];
			Window[41] <= Window[40];
			Window[42] <= Window[41];
			Window[43] <= Window[42];
			Window[44] <= Window[43];
			Window[45] <= Window[44];
			Window[46] <= Window[45];
			Window[47] <= Window[46];
			Window[48] <= Window[47];
			Window[49] <= Window[48];
			Window[50] <= Window[49];
			Window[51] <= Window[50];
			Window[52] <= Window[51];
			Window[53] <= Window[52];
			Window[54] <= Window[53];
			Window[55] <= Window[54];
			Window[56] <= Window[55];
			Window[57] <= Window[56];
			Window[58] <= Window[57];
			Window[59] <= Window[58];
			Window[60] <= Window[59];
			Window[61] <= Window[60];
			Window[62] <= Window[61];
			Window[63] <= Window[62];
			Window[64] <= Window[63];
			Window[65] <= Window[64];
			Window[66] <= Window[65];
		end
	end
	assign PartialProduct[0]  = Window[0]  * FilCoeff_LUT[0];
	assign PartialProduct[1]  = Window[1]  * FilCoeff_LUT[1];
	assign PartialProduct[2]  = Window[2]  * FilCoeff_LUT[2];
	assign PartialProduct[3]  = Window[3]  * FilCoeff_LUT[3];
	assign PartialProduct[4]  = Window[4]  * FilCoeff_LUT[4];
	assign PartialProduct[5]  = Window[5]  * FilCoeff_LUT[5];
	assign PartialProduct[6]  = Window[6]  * FilCoeff_LUT[6];
	assign PartialProduct[7]  = Window[7]  * FilCoeff_LUT[7];
	assign PartialProduct[8]  = Window[8]  * FilCoeff_LUT[8];
	assign PartialProduct[9]  = Window[9]  * FilCoeff_LUT[9];
	assign PartialProduct[10] = Window[10] * FilCoeff_LUT[10];
	assign PartialProduct[11] = Window[11] * FilCoeff_LUT[11];
	assign PartialProduct[12] = Window[12] * FilCoeff_LUT[12];
	assign PartialProduct[13] = Window[13] * FilCoeff_LUT[13];
	assign PartialProduct[14] = Window[14] * FilCoeff_LUT[14];
	assign PartialProduct[15] = Window[15] * FilCoeff_LUT[15];
	assign PartialProduct[16] = Window[16] * FilCoeff_LUT[16];
	assign PartialProduct[17] = Window[17] * FilCoeff_LUT[17];
	assign PartialProduct[18] = Window[18] * FilCoeff_LUT[18];
	assign PartialProduct[19] = Window[19] * FilCoeff_LUT[19];
	assign PartialProduct[20] = Window[20] * FilCoeff_LUT[20];
	assign PartialProduct[21] = Window[21] * FilCoeff_LUT[21];
	assign PartialProduct[22] = Window[22] * FilCoeff_LUT[22];
	assign PartialProduct[23] = Window[23] * FilCoeff_LUT[23];
	assign PartialProduct[24] = Window[24] * FilCoeff_LUT[24];
	assign PartialProduct[25] = Window[25] * FilCoeff_LUT[25];
	assign PartialProduct[26] = Window[26] * FilCoeff_LUT[26];
	assign PartialProduct[27] = Window[27] * FilCoeff_LUT[27];
	assign PartialProduct[28] = Window[28] * FilCoeff_LUT[28];
	assign PartialProduct[29] = Window[29] * FilCoeff_LUT[29];
	assign PartialProduct[30] = Window[30] * FilCoeff_LUT[30];
	assign PartialProduct[31] = Window[31] * FilCoeff_LUT[31];
	assign PartialProduct[32] = Window[32] * FilCoeff_LUT[32];
	assign PartialProduct[33] = Window[33] * FilCoeff_LUT[33];
	assign PartialProduct[34] = Window[34] * FilCoeff_LUT[34];
	assign PartialProduct[35] = Window[35] * FilCoeff_LUT[35];
	assign PartialProduct[36] = Window[36] * FilCoeff_LUT[36];
	assign PartialProduct[37] = Window[37] * FilCoeff_LUT[37];
	assign PartialProduct[38] = Window[38] * FilCoeff_LUT[38];
	assign PartialProduct[39] = Window[39] * FilCoeff_LUT[39];
	assign PartialProduct[40] = Window[40] * FilCoeff_LUT[40];
	assign PartialProduct[41] = Window[41] * FilCoeff_LUT[41];
	assign PartialProduct[42] = Window[42] * FilCoeff_LUT[42];
	assign PartialProduct[43] = Window[43] * FilCoeff_LUT[43];
	assign PartialProduct[44] = Window[44] * FilCoeff_LUT[44];
	assign PartialProduct[45] = Window[45] * FilCoeff_LUT[45];
	assign PartialProduct[46] = Window[46] * FilCoeff_LUT[46];
	assign PartialProduct[47] = Window[47] * FilCoeff_LUT[47];
	assign PartialProduct[48] = Window[48] * FilCoeff_LUT[48];
	assign PartialProduct[49] = Window[49] * FilCoeff_LUT[49];
	assign PartialProduct[50] = Window[50] * FilCoeff_LUT[50];
	assign PartialProduct[51] = Window[51] * FilCoeff_LUT[51];
	assign PartialProduct[52] = Window[52] * FilCoeff_LUT[52];
	assign PartialProduct[53] = Window[53] * FilCoeff_LUT[53];
	assign PartialProduct[54] = Window[54] * FilCoeff_LUT[54];
	assign PartialProduct[55] = Window[55] * FilCoeff_LUT[55];
	assign PartialProduct[56] = Window[56] * FilCoeff_LUT[56];
	assign PartialProduct[57] = Window[57] * FilCoeff_LUT[57];
	assign PartialProduct[58] = Window[58] * FilCoeff_LUT[58];
	assign PartialProduct[59] = Window[59] * FilCoeff_LUT[59];
	assign PartialProduct[60] = Window[60] * FilCoeff_LUT[60];
	assign PartialProduct[61] = Window[61] * FilCoeff_LUT[61];
	assign PartialProduct[62] = Window[62] * FilCoeff_LUT[62];
	assign PartialProduct[63] = Window[63] * FilCoeff_LUT[63];
	assign PartialProduct[64] = Window[64] * FilCoeff_LUT[64];
	assign PartialProduct[65] = Window[65] * FilCoeff_LUT[65];
	assign PartialProduct[66] = Window[66] * FilCoeff_LUT[66];
	assign Y = (PartialProduct[0]  + PartialProduct[1]  + PartialProduct[2]  + PartialProduct[3]  + PartialProduct[4]  +
			   PartialProduct[5]  + PartialProduct[6]  + PartialProduct[7]  + PartialProduct[8]  + PartialProduct[9]  + 
			   PartialProduct[10] + PartialProduct[11] + PartialProduct[12] + PartialProduct[13] + PartialProduct[14] + 
			   PartialProduct[15] + PartialProduct[16] + PartialProduct[17] + PartialProduct[18] + PartialProduct[19] + 
			   PartialProduct[20] + PartialProduct[21] + PartialProduct[22] + PartialProduct[23] + PartialProduct[24] +
			   PartialProduct[25] + PartialProduct[26] + PartialProduct[27] + PartialProduct[28] + PartialProduct[29] + 
			   PartialProduct[30] + PartialProduct[31] + PartialProduct[32] + PartialProduct[33] + PartialProduct[34] + 
			   PartialProduct[35] + PartialProduct[36] + PartialProduct[37] + PartialProduct[38] + PartialProduct[39] + 
			   PartialProduct[40] + PartialProduct[41] + PartialProduct[42] + PartialProduct[43] + PartialProduct[44] +
			   PartialProduct[45] + PartialProduct[46] + PartialProduct[47] + PartialProduct[48] + PartialProduct[49] + 
			   PartialProduct[50] + PartialProduct[51] + PartialProduct[52] + PartialProduct[53] + PartialProduct[54] + 
			   PartialProduct[55] + PartialProduct[56] + PartialProduct[57] + PartialProduct[58] + PartialProduct[59] + 
			   PartialProduct[60] + PartialProduct[61] + PartialProduct[62] + PartialProduct[63] + PartialProduct[64] + 
			   PartialProduct[65] + PartialProduct[66])/32768;
endmodule
</file>
<file path="flow/run.sh">
#!/bin/bash
# OpenROAD 26Q1-2900-gdf79404cd8, Yosys 0.63+post, stock flow scripts
make -C /OpenROAD-flow-scripts/flow DESIGN_CONFIG=/design/flow/config.mk WORK_HOME=/design/flow/orfs finish
</file>
<file path="flow/constraint.sdc">
current_design low_pass_filter

set clk_period 29.4
set clk_io_pct 0.2

create_clock -name clk0 -period $clk_period [get_ports {CLK}]

set non_clock_inputs [all_inputs -no_clocks]
set_input_delay [expr $clk_period * $clk_io_pct] -clock clk0 $non_clock_inputs
set_output_delay [expr $clk_period * $clk_io_pct] -clock clk0 [all_outputs]
</file>
<file path="flow/config.mk">
export PLATFORM = sky130hd
export DESIGN_NAME = low_pass_filter
export DESIGN_NICKNAME = low_pass_filter
export VERILOG_FILES = /design/flow/design.v
export SDC_FILE = /design/flow/constraint.sdc
export NUM_CORES = 4
export LEC_CHECK = 1
export CORE_UTILIZATION = 30
</file>
==> impl_metrics.json <==
{
  "antenna_found_initial": 16,
  "synth-edff-count": 0,
  "ios": 50,
  "top_area_share_pct": 36.3,
  "relSlewSlack_pct": 37.5,
  "crit_type": "reg -> out",
  "drive_above_1_share_pct": 2.44,
  "startpoint_type": "flip-flop",
  "drt_wl_total_mm": 555,
  "io_buffers": 49,
  "critPathArrivalTime_ns": 16.55,
  "gr-usage-all-layers_pct": 16.9,
  "die-area_mm2": 0.715,
  "async_reset_ff_share_pct": 100,
  "hp-start": "Window[53][4]$_DFF_PN0_",
  "grt_pass1_wl_mm": 876,
  "grt_max_degree": 112,
  "place_inst": 30200,
  "crit_fanout": 17,
  "max_stage_delay_ns": 0.79,
  "synth-main-ff-cell": "dfrtp_1",
  "grt_setup_unrepaired": "false",
  "postCtsSetupBuffers": 0,
  "largest_reg_flops": 1072,
  "area_leaders": "fa_1 36%, ha_1 24%, dfrtp_1 13%, inv_1 11%, xnor2_1 3.3%",
  "cp-end-kind": "primary output",
  "whs_path_depth": 0,
  "core_area_mm2": 0.708,
  "r2r_cells": 0,
  "worstSkewPairLatency_ns": 0.94,
  "regMostFlops": "Window",
  "syn_area_mm2": 0.213,
  "finalNonFillerCells": 30500,
  "cts-root-buf": "clkbuf_16",
  "cpMaxStageDelayCell": "fa_1",
  "synth_top_cell_by_area": "fa_1",
  "fmax_ghz": 0.0446,
  "wl_per_cell_um": 18.2,
  "warnings": 321,
  "synthCells": 20700,
  "cts_buffers": 152,
  "slew_viol_final": 0,
  "utilization_pct": 32.7,
  "yosys.stat.seqShare_pct": 12.6,
  "cts_tree": "built",
  "hold_viol": 0,
  "row_count": 309,
  "clockBufferDepth": 4,
  "timing.setup.tns_ns": 0,
  "required_ns": 23.52,
  "ys_warn_count": 2,
  "fin_crit_sh_pct": 76.3,
  "fill_cells": 70800,
  "synth_cell_type_count": 97,
  "die_w_um": 845,
  "vias": 135000,
  "ys_ff": 1072,
  "r2r_start": "Window[9][15]$_DFF_PN0_",
  "hpwl_mm": 494,
  "cts_resized": 0,
  "hold_buffers": 0,
  "synth_stat.cells": 20700,
  "synthTopCellsByCount": "6183 x inv_1, 4046 x ha_1, 3871 x fa_1",
  "setup_viol": 0,
  "regToRegEndpoint": "Window[10][15]$_DFF_PN0_",
  "regToRegSetupSlack_ns": 28.34,
  "holdPathEnd": "Window[54][4]$_DFF_PN0_",
  "overflow": 0,
  "most_common_cell": "inv_1",
  "core_util_floorplan_pct": 30.1,
  "routed_via_density": 4.43,
  "drc": 0,
  "drt_iter0_drc": 5251,
  "worst_pin_slew_ns": 0.930,
  "grt_pass1_vias": 148000,
  "status": "finished clean",
  "synth_area_per_cell_um2": 10.3,
  "hp-class": "reg -> reg",
  "cts.sinks": 1072,
  "synthToLayoutAreaGrowth_pct": 8.59,
  "path_clk_slew_ns": 0.06,
  "ys_chip_area_mm2": 0.213,
  "finClkSkew_ns": 0.0457,
  "htreeDepth": 4,
  "crit_top_cell": "fa_1",
  "place_congestion": 1.02,
  "drv_cap": 0,
  "antenna_left": 0,
  "top_regs": "Window (1072)",
  "first_pass_iters": 7,
  "holdWs_ns": 0.316,
  "post-route-min-period_ns": 22.43,
  "die_y_um": 845
}
-- layer usage --
layer	global-route usage [%]	up-vias	wire length, um
met5	1.55	-	1590
li1	-	64500	-
met3	9.56	604	72900
met1	21.7	66500	221000
met2	25.1	3524	242000
met4	3.93	34	17900
-- kinds of logic after synthesis --
group / after synthesis / share of synthesized area (%)
xor+xnor: 1174 / 4.82
compound gates: 2094 / 6.41
mux: 70 / 0.352
flops: 1072 / 12.6
buf+inv: 6220 / 10.9
fa+ha+maj: 7918 / 60.0
simple gates: 2124 / 4.87
-- critical path: cells and delay by family (launching register included) --
kind            cells  cell delay [ns]
compound gates     11             2.80
xor+xnor            3             0.50
fa+ha+maj          17             8.36
buf+inv            11             1.35
flops               1             0.47
simple gates        7             2.15
-- per-stage QoR --
stage | worst slack (ns) | instance area (um2)
floorplan | 9.74 | 213000
global placement | 8.08 | 226000
detailed placement | 7.98 | 226000
CTS | 6.94 | 232000
global route | 6.08 | 232000
finish | 6.97 | 232000
-- layout by cell type, fill, tap and decap left out, drive strengths merged, types with 116 or more instances in the layout --
master	instances
xor2	364
nor2	573
clkbuf	187
ha	4046
o21ai	399
nor3	255
a21o	218
xnor2	810
nand3	193
inv	6194
nand2b	138
and3	116
nor2b	120
nand2	411
fa	3871
dfrtp	1072
o21a	122
a21oi	645
-- cell type report --
type                    count  area [um2]  area share (%)
inverters                6184       23200            10.0
clock buffers             187        4210            1.82
diodes                      6        15.0         0.00648
repair buffers            121        1080           0.465
clock inverters            86        1290           0.556
multi-input cells       13400      163000            70.4
well taps                9485       11900            5.12
flip-flops and latches   1072       26800            11.6
-- worst max path at each step --
stage / end / cells past startpoint / slack (ns) / start
after CTS: Y[16] / 49 / 6.94 / Window[31][8]$_DFF_PN0_
after global routing: Y[16] / 54 / 6.08 / Window[39][7]$_DFF_PN0_
final: Y[11] / 49 / 6.97 / Window[41][7]$_DFF_PN0_
