## config.mk

```make
export PLATFORM = sky130hd
export DESIGN_NAME = main_fft
export DESIGN_NICKNAME = main_fft
export VERILOG_FILES = /design/flow/design.v
export SDC_FILE = /design/flow/constraint.sdc
export NUM_CORES = 4
export LEC_CHECK = 1
export CORE_UTILIZATION = 50
```

## constraint.sdc

```tcl
current_design main_fft

set clk_period 116.6
set clk_io_pct 0.2

create_clock -name clk0 -period $clk_period [get_ports {CLK}]

set non_clock_inputs [all_inputs -no_clocks]
set_input_delay [expr $clk_period * $clk_io_pct] -clock clk0 $non_clock_inputs
set_output_delay [expr $clk_period * $clk_io_pct] -clock clk0 [all_outputs]
```

## design.v

```verilog
module Butter_fly(in_1,in_2,out_1,out_2);
	input [31:0] in_1,in_2;
	output [31:0] out_1,out_2;
	assign out_1 = in_1	+ in_2;
	assign out_2 = in_1 - in_2; 
endmodule
module MUX2x1 (in1,in2,sel,out);
	input [15:0] in1;
	input [31:0] in2;
	input sel;
	output [31:0] out;
	assign out = sel?in2:{in1,16'b0};
endmodule
module MUX3x1 (in1,in2,in3,sel,out);
	input [15:0] in1;
	input [31:0] in2,in3;
	input [1:0] sel;
	output reg [31:0] out;
	always@(*)begin
		case (sel)
			2'b00: out = {in1,16'b0};
			2'b01: out = in2;
			2'b10: out = in3;
			default: out = 32'bx;
		endcase
	end
endmodule
module MUX4x1(in1,in2,in3,in4,sel,out);
	input [15:0] in1;
	input [31:0] in2,in3,in4;
	input [1:0] sel;
	output reg [31:0] out;
	always@(*)begin
		case (sel)
			2'b00: out = {in1,16'b0};
			2'b01: out = in2;
			2'b10: out = in3;
			2'b11: out = in4;
			default: out = 32'bx;
		endcase
	end
endmodule
module MUX8x1(in1,in2,in3,in4,in5,in6,in7,in8,sel,out);
	input [31:0] in1,in2,in3,in4,in5,in6,in7,in8;
	input [2:0] sel;
	output reg [31:0] out;
	always@(*)begin
		case (sel)
			3'b000: out = in1;
			3'b001: out = in2;
			3'b010: out = in3;
			3'b011: out = in4;
			3'b100: out = in5;
			3'b101: out = in6;
			3'b110: out = in7;
			3'b111: out = in8;
			default: out = 32'bx;
		endcase
	end
endmodule
module Twiddle_Multiplier (in_sig,W_fact,out_sig);
	input [31:0] in_sig,W_fact;
	output [31:0] out_sig;
	wire signed [15:0] in_sig_real,in_sig_imag,W_fact_real,W_fact_imag;
	wire signed [31:0] mul_real,mul_imag;
	assign in_sig_real = in_sig[31:16];
	assign in_sig_imag = in_sig[15:0];
	assign W_fact_real = W_fact[31:16];
	assign W_fact_imag = W_fact[16:0];
	assign mul_real = in_sig_real * W_fact_real - in_sig_imag * W_fact_imag;
	assign mul_imag = in_sig_imag * W_fact_real + in_sig_real * W_fact_imag;
	assign out_sig = {mul_real[23:8],mul_imag[23:8]};
endmodule
module control(CLK,RST,S,W_sel,Add_sel,RD_en);
	input CLK,RST;
	output reg [27:0] S;
	output reg [23:0] W_sel;
	output reg [63:0] Add_sel;
	output reg RD_en;
	parameter stage_1 = 2'b00;
	parameter stage_2 = 2'b01;
	parameter stage_3 = 2'b10;
	parameter stage_4 = 2'b11;
	reg [1:0] cs,ns;
	always@(posedge CLK or negedge RST)begin
		if(~RST) cs <= 0;
		else cs <= ns;
	end
	always@(*)begin
		case(cs)
			stage_1: begin
						S = 28'h0;
						W_sel = 24'h0;
						Add_sel = 64'hFEDC_BA98_7654_3210;
						RD_en = 1;
					 end
			stage_2: begin 
						S = 28'hB55_555B;
						W_sel = 24'h820_820;
						Add_sel = 64'hFDEC_B9A8_7564_3120;
						RD_en = 0;
					 end
			stage_3: begin
						S = 28'hDA6_59AD;
						W_sel = 24'hD10_D10;
						Add_sel = 64'hFBEA_D9C8_7362_5140;
						RD_en = 0;
					 end
			stage_4: begin
						S = 28'hFEA_AABF;
						W_sel = 24'hFAC_688;
						Add_sel = 64'hF7E6_D5C4_B3A2_9180;
						RD_en = 0;
					 end
			default: begin
						S = 28'h0;
						W_sel = 24'h0;
						Add_sel = 64'hFEDC_BA98_7654_3210;
						RD_en = 1;
					 end
		endcase
	end
	always@(*)begin
		case(cs)
			stage_1: ns = stage_2;
			stage_2: ns = stage_3;
			stage_3: ns = stage_4;
			stage_4: ns = stage_1;
			default: ns = stage_1;
		endcase
	end
endmodule
module main_fft(X_0,X_1,X_2,X_3,X_4,X_5,X_6,X_7,X_8,X_9,X_10,X_11,X_12,X_13,X_14,X_15,
				Y_0,Y_1,Y_2,Y_3,Y_4,Y_5,Y_6,Y_7,Y_8,Y_9,Y_10,Y_11,Y_12,Y_13,Y_14,Y_15,
				CLK,RST);
	input  [15:0] X_0,X_1,X_2,X_3,X_4,X_5,X_6,X_7,X_8,X_9,X_10,X_11,X_12,X_13,X_14,X_15;
	input CLK,RST;
	output reg [31:0] Y_0,Y_1,Y_2,Y_3,Y_4,Y_5,Y_6,Y_7,Y_8,Y_9,Y_10,Y_11,Y_12,Y_13,Y_14,Y_15;
	wire [31:0] M [0:15];
	wire [31:0] W_LUT [0:7];
	wire [27:0] input_sel;
	wire [23:0] twid_sel;
	wire [63:0] Add_sel;
	wire [31:0] selected_twid [0:7];
	wire [31:0] in_mux_output [0:15];
	wire [31:0] twid_mul_out [0:7];
	wire [31:0] BF_out [0:15];
	wire RD_en;
	assign W_LUT [0] = 32'h0100_0000;
	assign W_LUT [1] = 32'h00ED_FF9E;
	assign W_LUT [2] = 32'h00B5_FF4B;
	assign W_LUT [3] = 32'h0062_FF13;
	assign W_LUT [4] = 32'h0000_FF00;
	assign W_LUT [5] = 32'hFF9E_FF13;
	assign W_LUT [6] = 32'hFF4B_FF4B;
	assign W_LUT [7] = 32'hFF13_FF9E;
	always@(posedge RD_en) begin
		Y_0 = M[0];
		Y_1 = M[1];
		Y_2 = M[2];
		Y_3 = M[3];
		Y_4 = M[4];
		Y_5 = M[5];
		Y_6 = M[6];
		Y_7 = M[7];
		Y_8 = M[8];
		Y_9 = M[9];
		Y_10 = M[10];
		Y_11 = M[11];
		Y_12 = M[12];
		Y_13 = M[13];
		Y_14 = M[14];
		Y_15 = M[15];
	end
	MUX2x1 in_mux_1  (.in1(X_0),.in2(M[0]),.sel(input_sel[0]),.out(in_mux_output[0]));
	MUX4x1 in_mux_2  (.in1(X_8),.in2(M[2]),.in3(M[4]),.in4(M[8]),.sel(input_sel[2:1]),.out(in_mux_output[1]));
	MUX2x1 in_mux_3  (.in1(X_4),.in2(M[1]),.sel(input_sel[3]),.out(in_mux_output[2]));
	MUX4x1 in_mux_4  (.in1(X_12),.in2(M[3]),.in3(M[5]),.in4(M[9]),.sel(input_sel[5:4]),.out(in_mux_output[3]));
	MUX3x1 in_mux_5  (.in1(X_2),.in2(M[4]),.in3(M[2]),.sel(input_sel[7:6]),.out(in_mux_output[4]));
	MUX3x1 in_mux_6  (.in1(X_10),.in2(M[6]),.in3(M[10]),.sel(input_sel[9:8]),.out(in_mux_output[5]));
	MUX3x1 in_mux_7  (.in1(X_6),.in2(M[5]),.in3(M[3]),.sel(input_sel[11:10]),.out(in_mux_output[6]));
	MUX3x1 in_mux_8  (.in1(X_14),.in2(M[7]),.in3(M[11]),.sel(input_sel[13:12]),.out(in_mux_output[7]));
	MUX3x1 in_mux_9  (.in1(X_1),.in2(M[8]),.in3(M[4]),.sel(input_sel[15:14]),.out(in_mux_output[8]));
	MUX3x1 in_mux_10 (.in1(X_9),.in2(M[10]),.in3(M[12]),.sel(input_sel[17:16]),.out(in_mux_output[9]));
	MUX3x1 in_mux_11 (.in1(X_5),.in2(M[9]),.in3(M[5]),.sel(input_sel[19:18]),.out(in_mux_output[10]));
	MUX3x1 in_mux_12 (.in1(X_13),.in2(M[11]),.in3(M[13]),.sel(input_sel[21:20]),.out(in_mux_output[11]));
	MUX4x1 in_mux_13 (.in1(X_3),.in2(M[12]),.in3(M[10]),.in4(M[6]),.sel(input_sel[23:22]),.out(in_mux_output[12]));
	MUX2x1 in_mux_14 (.in1(X_11),.in2(M[14]),.sel(input_sel[24]),.out(in_mux_output[13]));
	MUX4x1 in_mux_15 (.in1(X_7),.in2(M[13]),.in3(M[11]),.in4(M[7]),.sel(input_sel[26:25]),.out(in_mux_output[14]));
	MUX2x1 in_mux_16 (.in1(X_15),.in2(M[15]),.sel(input_sel[27]),.out(in_mux_output[15]));
	Twiddle_Multiplier TM1 (.in_sig(in_mux_output[1]),.W_fact(selected_twid[0]),.out_sig(twid_mul_out[0]));
	Twiddle_Multiplier TM2 (.in_sig(in_mux_output[3]),.W_fact(selected_twid[1]),.out_sig(twid_mul_out[1]));
	Twiddle_Multiplier TM3 (.in_sig(in_mux_output[5]),.W_fact(selected_twid[2]),.out_sig(twid_mul_out[2]));
	Twiddle_Multiplier TM4 (.in_sig(in_mux_output[7]),.W_fact(selected_twid[3]),.out_sig(twid_mul_out[3]));
	Twiddle_Multiplier TM5 (.in_sig(in_mux_output[9]),.W_fact(selected_twid[4]),.out_sig(twid_mul_out[4]));
	Twiddle_Multiplier TM6 (.in_sig(in_mux_output[11]),.W_fact(selected_twid[5]),.out_sig(twid_mul_out[5]));
	Twiddle_Multiplier TM7 (.in_sig(in_mux_output[13]),.W_fact(selected_twid[6]),.out_sig(twid_mul_out[6]));
	Twiddle_Multiplier TM8 (.in_sig(in_mux_output[15]),.W_fact(selected_twid[7]),.out_sig(twid_mul_out[7]));
	MUX8x1 twiddle_mux_1 (.in1(W_LUT[0]),.in2(W_LUT[1]),.in3(W_LUT[2]),.in4(W_LUT[3]),.in5(W_LUT[4]),.in6(W_LUT[5]),.in7(W_LUT[6]),.in8(W_LUT[7]),.sel(twid_sel[2:0]),.out(selected_twid[0]));
	MUX8x1 twiddle_mux_2 (.in1(W_LUT[0]),.in2(W_LUT[1]),.in3(W_LUT[2]),.in4(W_LUT[3]),.in5(W_LUT[4]),.in6(W_LUT[5]),.in7(W_LUT[6]),.in8(W_LUT[7]),.sel(twid_sel[5:3]),.out(selected_twid[1]));
	MUX8x1 twiddle_mux_3 (.in1(W_LUT[0]),.in2(W_LUT[1]),.in3(W_LUT[2]),.in4(W_LUT[3]),.in5(W_LUT[4]),.in6(W_LUT[5]),.in7(W_LUT[6]),.in8(W_LUT[7]),.sel(twid_sel[8:6]),.out(selected_twid[2]));
	MUX8x1 twiddle_mux_4 (.in1(W_LUT[0]),.in2(W_LUT[1]),.in3(W_LUT[2]),.in4(W_LUT[3]),.in5(W_LUT[4]),.in6(W_LUT[5]),.in7(W_LUT[6]),.in8(W_LUT[7]),.sel(twid_sel[11:9]),.out(selected_twid[3]));
	MUX8x1 twiddle_mux_5 (.in1(W_LUT[0]),.in2(W_LUT[1]),.in3(W_LUT[2]),.in4(W_LUT[3]),.in5(W_LUT[4]),.in6(W_LUT[5]),.in7(W_LUT[6]),.in8(W_LUT[7]),.sel(twid_sel[14:12]),.out(selected_twid[4]));
	MUX8x1 twiddle_mux_6 (.in1(W_LUT[0]),.in2(W_LUT[1]),.in3(W_LUT[2]),.in4(W_LUT[3]),.in5(W_LUT[4]),.in6(W_LUT[5]),.in7(W_LUT[6]),.in8(W_LUT[7]),.sel(twid_sel[17:15]),.out(selected_twid[5]));
	MUX8x1 twiddle_mux_7 (.in1(W_LUT[0]),.in2(W_LUT[1]),.in3(W_LUT[2]),.in4(W_LUT[3]),.in5(W_LUT[4]),.in6(W_LUT[5]),.in7(W_LUT[6]),.in8(W_LUT[7]),.sel(twid_sel[20:18]),.out(selected_twid[6]));
	MUX8x1 twiddle_mux_8 (.in1(W_LUT[0]),.in2(W_LUT[1]),.in3(W_LUT[2]),.in4(W_LUT[3]),.in5(W_LUT[4]),.in6(W_LUT[5]),.in7(W_LUT[6]),.in8(W_LUT[7]),.sel(twid_sel[23:21]),.out(selected_twid[7]));
	Butter_fly BF_1 (.in_1(in_mux_output[0]),.in_2(twid_mul_out[0]),.out_1(BF_out[0]),.out_2(BF_out[1]));
	Butter_fly BF_2 (.in_1(in_mux_output[2]),.in_2(twid_mul_out[1]),.out_1(BF_out[2]),.out_2(BF_out[3]));
	Butter_fly BF_3 (.in_1(in_mux_output[4]),.in_2(twid_mul_out[2]),.out_1(BF_out[4]),.out_2(BF_out[5]));
	Butter_fly BF_4 (.in_1(in_mux_output[6]),.in_2(twid_mul_out[3]),.out_1(BF_out[6]),.out_2(BF_out[7]));
	Butter_fly BF_5 (.in_1(in_mux_output[8]),.in_2(twid_mul_out[4]),.out_1(BF_out[8]),.out_2(BF_out[9]));
	Butter_fly BF_6 (.in_1(in_mux_output[10]),.in_2(twid_mul_out[5]),.out_1(BF_out[10]),.out_2(BF_out[11]));
	Butter_fly BF_7 (.in_1(in_mux_output[12]),.in_2(twid_mul_out[6]),.out_1(BF_out[12]),.out_2(BF_out[13]));
	Butter_fly BF_8 (.in_1(in_mux_output[14]),.in_2(twid_mul_out[7]),.out_1(BF_out[14]),.out_2(BF_out[15]));
	reg_file fft_samples (
							  .Data0(BF_out[0]),.Data1(BF_out[1]),.Data2(BF_out[2]) ,.Data3(BF_out[3]) ,.Data4(BF_out[4]) ,.Data5(BF_out[5]) ,.Data6(BF_out[6]) ,.Data7(BF_out[7]) ,
							  .Data8(BF_out[8]),.Data9(BF_out[9]),.Data10(BF_out[10]),.Data11(BF_out[11]),.Data12(BF_out[12]),.Data13(BF_out[13]),.Data14(BF_out[14]),.Data15(BF_out[15]),
							  .Add0(Add_sel[3:0]) ,.Add1(Add_sel[7:4]) ,.Add2(Add_sel[11:8]) ,.Add3(Add_sel[15:12]) ,.Add4(Add_sel[19:16]) ,.Add5(Add_sel[23:20]),.Add6(Add_sel[27:24]),.Add7(Add_sel[31:28]),.Add8(Add_sel[35:32]),.Add9(Add_sel[39:36]),
							  .Add10(Add_sel[43:40]),.Add11(Add_sel[47:44]),.Add12(Add_sel[51:48]),.Add13(Add_sel[55:52]),.Add14(Add_sel[59:56]),.Add15(Add_sel[63:60]),
							  .reg0(M[0]) ,.reg1(M[1]) ,.reg2(M[2]) ,.reg3(M[3]) ,.reg4(M[4]) ,.reg5(M[5]) ,.reg6(M[6]),.reg7(M[7]),.reg8(M[8]),.reg9(M[9]),
							  .reg10(M[10]),.reg11(M[11]),.reg12(M[12]),.reg13(M[13]),.reg14(M[14]),.reg15(M[15]),
							  .CLK(CLK),.RST(RST)
						  );
	control con_unit (.CLK(CLK),.RST(RST),.S(input_sel),.W_sel(twid_sel),.Add_sel(Add_sel),.RD_en(RD_en));
endmodule
module reg_file(Data0,Data1,Data2,Data3,Data4,Data5,Data6,Data7,Data8,Data9,Data10,Data11,Data12,Data13,Data14,Data15,
				Add0,Add1,Add2,Add3,Add4,Add5,Add6,Add7,Add8,Add9,Add10,Add11,Add12,Add13,Add14,Add15,
				reg0,reg1,reg2,reg3,reg4,reg5,reg6,reg7,reg8,reg9,reg10,reg11,reg12,reg13,reg14,reg15,
				CLK,RST);
	input [31:0] Data0,Data1,Data2,Data3,Data4,Data5,Data6,Data7,Data8,Data9,Data10,Data11,Data12,Data13,Data14,Data15;
	input [3:0] Add0,Add1,Add2,Add3,Add4,Add5,Add6,Add7,Add8,Add9,Add10,Add11,Add12,Add13,Add14,Add15;
	input CLK,RST;
	output reg [31:0] reg0,reg1,reg2,reg3,reg4,reg5,reg6,reg7,reg8,reg9,reg10,reg11,reg12,reg13,reg14,reg15;
	reg [31:0] register [0:15];
	always @(posedge CLK) begin
		if(~RST) begin
			register[0]  <= 0; register[1]  <= 0; register[2]  <= 0; register[3]  <= 0; 
			register[4]  <= 0; register[5]  <= 0; register[6]  <= 0; register[7]  <= 0; 
			register[8]  <= 0; register[9]  <= 0; register[10] <= 0; register[11] <= 0; 
			register[12] <= 0; register[13] <= 0; register[14] <= 0; register[15] <= 0;
		end
		else begin
			register[Add0]  <= Data0; register[Add1]   <= Data1; register[Add2]   <= Data2; register[Add3]   <= Data3;
			register[Add4]  <= Data4; register[Add5]   <= Data5; register[Add6]   <= Data6; register[Add7]   <= Data7;
			register[Add8]  <= Data8; register[Add9]   <= Data9; register[Add10]  <= Data10; register[Add11] <= Data11;
			register[Add12] <= Data12; register[Add13] <= Data13; register[Add14] <= Data14; register[Add15] <= Data15;
		end
	end
	always@(*)begin
			reg0  = register[0];
			reg1  = register[1];
			reg2  = register[2];
			reg3  = register[3];
			reg4  = register[4];
			reg5  = register[5];
			reg6  = register[6];
			reg7  = register[7];
			reg8  = register[8];
			reg9  = register[9];
			reg10 = register[10];
			reg11 = register[11];
			reg12 = register[12];
			reg13 = register[13];
			reg14 = register[14];
			reg15 = register[15];
	end
endmodule
```

## run.sh

```bash
#!/bin/bash
# OpenROAD 26Q1-2900-gdf79404cd8, Yosys 0.63+post, stock flow scripts
make -C /OpenROAD-flow-scripts/flow DESIGN_CONFIG=/design/flow/config.mk WORK_HOME=/design/flow/orfs finish
```

==> results_slide.txt <==
Run Summary

Synthesis
  • Synth cell types: around 120
  • Post-synthesis area per instance: 9.202 um2
  • Main area contributors: fa_1 39%, ha_1 13%, inv_1 9.9%
  • Largest area contributor in the netlist: fa_1
  • Seq share, synth: 10.75%
  • Yosys stat cell total: ~25000
  • Async S/R FF share, synth: 0.3891%
  • Yosys Chip Area: 0.2334 mm2
  • Commonest cells post-synth: 6134 x inv_1, 4511 x fa_1, 2506 x ha_1
  • Syn Std Cell Area: 0.2334 mm2
  • Post-synth EDFFs: 448
  • Synth top cell by count: inv_1
  • Commonest flop: dfxtp_1
  • Flops after synth: 1028
  • Cells after Synth: ~25000
  • Dominant cell area share: ~39%
  • Yosys warns: 6

Clock tree
  • Total CTS buffers: 81
  • H-tree levels: 3
  • Root buf cell: clkbuf_16
  • Post-CTS Setup Bufs: 0
  • Bufs on Longest Clock Path: 4
  • CTS Hold Bufs: 0
  • PostCTS Resize Cnt: 0

Floorplan
  • FP Rows: 250
  • Io pins: slightly below 800
  • FP Util: 50.28%
  • Die Y-Extent: 685.2 um
  • Die width: 685.2 um

Global route
  • Total grt overflow: 0
  • Gr usage total: 55.75%
  • Largest net degree at the start of global routing: 103
  • First-pass GRT wire length: 1648 mm
  • Initial antenna violation count: 270
  • Vias in the first global route: approximately 200k

Final timing
  • Register pins left without a clock: slightly above 500
  • Endpoints left unconstrained: 1024

Status
  • Last stage: detailed routing (5_2_route)
  • First error: [ERROR DRT-1231] Pin _50256_/B does not have access point
  • Status: stopped before the end

Placed design
  • Hpwl dp: 1009 mm
  • Gpl congestion: 1.204
  • Port buffer count: 769
## layer usage
metal / GRT usage, %
met2: 67.94
met5: 21.92
met3: 44.21
met4: 38.81
met1: 64.28
## cell families after synthesis
group                    share of synthesized area (%)
buffers and inverters                            11.49
adder cells (fa/ha/maj)                          52.13
AND-OR/OR-AND                                    10.58
AND/OR/NAND/NOR                                  9.214
flip-flops                                       10.75
XOR/XNOR                                         4.607
multiplexers                                     1.230
other                                         0.003218
## metrics by stage
| stage | cell area [um2] | std cells | util [%] | power (uW) | setup WS, ns |
|---|---|---|---|---|---|
| after global routing | 257800 | 32850 | 55.54 | 2070 | 80.70 |
| after CTS | 257200 | 32627 | 55.42 | 1951 | 81.72 |
| after detailed placement | 254600 | 32485 | 54.86 | 1681 | 80.86 |
| after global placement | 254600 | 32485 | 54.86 | 1685 | 80.96 |
| after floorplan | 233600 | 25410 | - | 831.3 | 82.92 |
No activity file was given, so power comes from the tool's default toggle rates.
